File: flow/run.sh
#!/bin/bash
# OpenROAD 26Q1-2900-gdf79404cd8, Yosys 0.63+post, stock flow scripts
make -C /OpenROAD-flow-scripts/flow DESIGN_CONFIG=/design/flow/config.mk WORK_HOME=/design/flow/orfs finish
File: flow/config.mk
export PLATFORM = sky130hd
export DESIGN_NAME = MultS4Bits
export DESIGN_NICKNAME = MultS4Bits
export VERILOG_FILES = /design/flow/design.v
export SDC_FILE = /design/flow/constraint.sdc
export NUM_CORES = 4
export LEC_CHECK = 1
export CORE_AREA = 10 10 75 75
export DIE_AREA = 0 0 85 85
File: flow/constraint.sdc
current_design MultS4Bits

set clk_period 6.5
set clk_io_pct 0.2

create_clock -name clk0 -period $clk_period

set non_clock_inputs [all_inputs -no_clocks]
set_input_delay [expr $clk_period * $clk_io_pct] -clock clk0 $non_clock_inputs
set_output_delay [expr $clk_period * $clk_io_pct] -clock clk0 [all_outputs]
File: flow/design.v
    module MultS4Bits(
        input [3:0] x,
        input [3:0] y,
        output [7:0] prod
    );
        wire [3:0] signx;
        wire [3:0] signy;
        wire [3:0] offsetx;
        wire [3:0] offsety;
        wire [3:0] xx;
        wire [3:0] yy;
        assign signx[3] = x[3];
        assign signx[2] = 1'b0;
        assign signx[1] = 1'b0;
        assign signx[0] = 1'b0;
        assign signy[3] = y[3];
        assign signy[2] = 1'b0;
        assign signy[1] = 1'b0;
        assign signy[0] = 1'b0;
        assign offsetx[3] = !x[3];
        assign offsetx[2] = !x[2];
        assign offsetx[1] = !x[1];
        assign offsetx[0] = !x[0];
        assign xx = offsetx + 1'b1;
        assign offsety[3] = !y[3];
        assign offsety[2] = !y[2];
        assign offsety[1] = !y[1];
        assign offsety[0] = !y[0];
        assign yy = offsety + 1'b1;
        wire [7:0] signxsigny;
        MultU4Bits multU4Bits(.x(signx), .y(signy), .prod(signxsigny));
        wire[7:0] signyoffsetx;
        wire[7:0] signxoffsety;
        wire[7:0] offsetxoffsety;
        wire[3:0] offsetyC;
        wire[3:0] offsetxC;
        wire[3:0] xxc;
        wire[3:0] yyc;
        assign offsetxC[3] = !xx[3];
        assign offsetxC[2] = !xx[2];
        assign offsetxC[1] = !xx[1];
        assign offsetxC[0] = !xx[0];
        assign offsetyC[3] = !yy[3];
        assign offsetyC[2] = !yy[2];
        assign offsetyC[1] = !yy[1];
        assign offsetyC[0] = !yy[0];
        assign xxc = offsetxC + 1'b1;
        assign yyc = offsetyC + 1'b1;
        MultU4Bits multU4Bits1(.x(signx), .y(yyc), .prod(signxoffsety));
        MultU4Bits multU4Bits2(.x(signy), .y(xxc), .prod(signyoffsetx));
        MultU4Bits multU4Bits3(.x(offsetx), .y(offsety), .prod(offsetxoffsety));
        assign prod = signxsigny + signxoffsety + signyoffsetx + offsetxoffsety;
    endmodule
    module MultU4Bits (
        input [3:0] x,
        input [3:0] y,
        output [7:0] prod
    );
        wire [3:0] pp[0:3];
        genvar i;
        generate
            for (i = 0; i < 4; i = i+1)
            begin
            assign pp[i] = {4{y[i]}} & x;
            end
        endgenerate
        wire [5:0] sum0;
        wire [5:0] sum1;
        assign sum0 = {1'b0, pp[0]} + {pp[1], 1'b0};
        assign sum1 = {1'b0, pp[2]} + {pp[3], 1'b0};
        assign prod = {2'b00, sum0} + {sum1, 2'b00};
    endmodule
==> run summary <==
run results: # diodes 0, Data required, critical path 5.20 ns, yosys cell count 96, Mapped Area 786 sq um, post-layout util 0.267, crit path launch type primary input, PwrDens 140 nW/um^2, yosys warning tally 1, syn avg cell area 8.18 sq um, Max-area cell share 0.287, CP Data Arrival Time 4.95 ns, cell count after synthesis 96, fp_density 0.194, Synth Seq Share 0, status completed, cell family with most CP delay adder cells, Die Span X 85 um, Worst Hold Path EP prod[0], final setup TNS 0 ns, final setup vio count 0, WS Path Type in -> out, Pins Over Slew Limit 0, hold path startpoint x[0], hold depth 4, Post-DP Area 1070 sq um, area leader, netlist ha_1, worst-case vdd ir drop 37.1 uV, Slowest-stage cell, CP fa_1, Post-CTS Setup Bufs 0, # clk buffers 0, input/output buffers 16, most frequent CP cell ha_1, Area Growth Syn to Fin 37.9%, Lkg Pwr 0.598 nW, Core ar. 4060 sq um, row count 23, Hold Path Class in -> out, die height 85 um, flop count 0, YS chip area 786 sq um, initial antenna violation count 0, layout cells sized above 1 0.144, fin crit share 0.962, Post-synth area hogs ha_1, fa_1, inv_1, fin area 1080 sq um, vias in the first global route 614, Slew Limit Headroom 0.795, Congestion Overflow GR 0, tool warnings 35, RSZ-0062 raised after global routing false, Non-Filler Instances 168, largest net degree at the start of global routing 10, total track usage 0.0416, Die ar. 7230 sq um, Cell variety after synth 16, antenna viol nets, final 0, CP bufs+invs 4, first-pass GRT wire length 2680 um, Worst Max-Slew Pin Slew 0.306 ns, dpl hpwl 1380 um, # DRC 0, Max-Cap Viols 0, crit-path max FO 2, Worst setup EP type output port, cts hold-fix bufs 0, Cells after DPL 168, Final Wtd Congestion 0.790, Reg area 0 sq um, CP max stage delay 0.55 ns, fmax 0.160 GHz, vias post-DR 610, Period minus WS final 6.25 ns, 1st-pass router iterations 4, cells along the critical path clkdlybuf4s50_1 > inv_1 > ha_1 > xor2_1 > nand2_1 > fa_1 > inv_1 > fa_1 > ha_1 > ha_1 > a21o_1 > a21oi_1 > xnor3_1 > clkdlybuf4s50_1, initial DRC count 24, post-DR vias/cell 3.63, Overall Power 0.152 mW, routed length per instance 8.52 um, WL final 1430 um, Fin. Hold Viols 0, IO Pins 16
## per-stage QoR
stage / setup slack, ns / hold WS (ns)
after floorplan: 0.891 / 2.78
after global placement: -0.0457 / 3.67
after detailed placement: -0.0531 / 3.67
after CTS: 0.0123 / 3.67
after global routing: 0.0596 / 3.41
final: 0.248 / 3.34
## cells in the mapped netlist
| cell type | n |
|---|---|
| buf_2 | 2 |
| xnor2_1 | 9 |
| xnor3_1 | 1 |
| xor2_1 | 2 |
| and2_1 | 2 |
| nor2_1 | 12 |
| a21o_1 | 2 |
| nor2b_1 | 1 |
| ha_1 | 18 |
| o21ai_0 | 1 |
| or2_2 | 4 |
| nand2_1 | 6 |
| inv_1 | 22 |
| fa_1 | 10 |
| a21oi_1 | 2 |
| clkbuf_1 | 2 |
## layer usage
metal  wire, um  GRT usage  vias to the layer above
li1           -          -                      328
met1        668     0.0637                      272
met2        642     0.0606                       10
met3        121     0.0106                        0
met4          0          0                        0
met5          0          0                        -
## repair_timing
item	CTS	global route
endpoints found under the setup margin	1	3
pin swaps	1	2
endpoints found under the hold margin	0	0
resized	3	5
## where the power goes
| group | internal [mW] | total [mW] | switching (mW) |
|---|---|---|---|
| combinational | 0.0962 | 0.152 | 0.0556 |
| sequential | 0 | 0 | 0 |
| clock | 0 | 0 | 0 |
| total | 0.0962 | 0.152 | 0.0556 |
## cell type report
class	count	area, sq um
Fill cell	432	2970
Multi-Input combinational cell	70	701
Timing Repair Buffer	26	238
Inverter	22	82.6
Tap cell	50	62.6
## tightest hold or removal path, cell delays in order
cell	delay, ns
dlymetal6s2s_1	0.15
buf_4	0.15
nor2_1	0.04
clkdlybuf4s50_1	0.40
## logic make-up after synthesis
kind of cell / share of synthesized area
compound gates: 0.0382
buf+inv: 0.127
xor+xnor: 0.151
simple gates: 0.142
fa+ha+maj: 0.541
## worst max-delay path by stage
stage	endpoint	from	cells after the start	slack (ns)
4_1_cts	prod[7]	x[0]	14	0.01
5_1_grt	prod[5]	x[2]	14	0.06
6_report	prod[7]	y[1]	14	0.25
## placed cells by master, fill, tap and decap left out, drive strengths merged, types with 4 or more instances in the layout
cell type      netlist  layout
nor2                12      12
or2                  4       4
buf                  2      10
xnor2                9       9
clkdlybuf4s50        0      12
nand2                6       6
ha                  18      18
inv                 22      22
fa                  10      10
Power is estimated from default activity; no workload was simulated.
