==> design/flow/design.v <==
module RegFile #(
    parameter ADDR_BITS = 3
)
(
    input clk,
    input [(ADDR_BITS-1):0] read_addr1,
    input [(ADDR_BITS-1):0] read_addr2,
    input [(ADDR_BITS-1):0] write_addr,
    input write_en,
    input [31:0] write_data,
    output [31:0] read_data1,
    output [31:0] read_data2
);
    reg[31:0] regs[0:((1 << ADDR_BITS)-1)]  ;
    assign read_data1 = regs[read_addr1];
    assign read_data2 = regs[read_addr2];
    always @ (posedge clk)
    begin
        if (write_en)
            regs[write_addr] <= write_data;
    end
endmodule
==> design/flow/run.sh <==
#!/bin/bash
# OpenROAD 26Q1-2900-gdf79404cd8, Yosys 0.63+post, stock flow scripts
make -C /OpenROAD-flow-scripts/flow DESIGN_CONFIG=/design/flow/config.mk WORK_HOME=/design/flow/orfs finish
==> design/flow/config.mk <==
export PLATFORM = sky130hd
export DESIGN_NAME = RegFile
export DESIGN_NICKNAME = RegFile
export VERILOG_FILES = /design/flow/design.v
export SDC_FILE = /design/flow/constraint.sdc
export NUM_CORES = 4
export LEC_CHECK = 1
export CORE_UTILIZATION = 30
==> design/flow/constraint.sdc <==
current_design RegFile

set clk_period 5.4
set clk_io_pct 0.2

create_clock -name clk0 -period $clk_period [get_ports {clk}]

set non_clock_inputs [all_inputs -no_clocks]
set_input_delay [expr $clk_period * $clk_io_pct] -clock clk0 $non_clock_inputs
set_output_delay [expr $clk_period * $clk_io_pct] -clock clk0 [all_outputs]
==> Changelog: implementation <==
## Flow update

- Clk buf depth: 3
- Biggest regs: regs x256
- CTS root buf: clkbuf_16
- Crit path max fanout: 35
- IO buf count: 106
- Grt total ovfl: 0
- H-tree depth reported by CTS: 1
- RSZ-0062 raised after global routing: no
- Cells after Synth: 497
- Chip Area, Yosys: 11,900 sq um
- Share of cells above drive strength 1: 0.288
- Post-cts repair resize count: 0
- Fmax: 0.227 GHz
- Hold wc startpoint: write_data[18]
- Crit path arrival time: roughly 3300 ps
- Max Cap Viol: 0
- Max reg flops: 256
- Fin. Hold Viols: 0
- Status: finished clean
- DP HPWL: 16.8 mm
- Critical path type: in2out
- # hold bufs at CTS: 0
- Largest reg by FF count: regs
- Die H: 201 um
- Area grow syn2layout: 21.0%
- Hold crit path type: in2reg
- Ys flops: 256
- Max-slew headroom: 0.450
- Area share, top type: 0.646
- Worst vdd ir: 0.190 mV
- Setup Buffers After CTS: 0
- DR vias/cell: 5.13
- GRT Util Overall: 0.148
- Final slew viol count: 0
- Vias in the first global route: 6,596
- Leakage power figure: 4.68 nW
- DR vias: 5,918
- Post-layout period usage: 0.815
- Wire per inst: 24.1 um
- Synth Seq Share: 0.646
- Pwr per Cell Area: 310 nW/um^2
- CTS tree: built
- Filler Cells Inserted: 3,436
- Largest area contributor in the netlist: edfxtp_1
- # clock sinks: about 260
- Hold Path Depth: 1
- Yosys Instances: 497
- First-pass GRT wire length: 40.8 mm
- Violation count after the first detailed-route iteration: 166
- Synth top area cells: edfxtp_1, mux4_1, mux4_2
- Worst-Margin Slew: 823 ps
- CTS Buf Count: 26
- FP Util: 0.306
- Cell Type Count: 12
- Hold Path End: regs[6][18]
- Final Routed Wirelength: 27.8 mm
- Log Warnings: 25
- CP endpoint kind: primary output
- Crit start category: input pin
- Syn Std Cell Area: 11,900 sq um
- Initial antenna violation count: 4
- Period minus WS final: 4400 ps
- Remaining antenna violation count: 0
- # setup viols final: 0
- Clock transition at path regs: 60 ps
- Largest net degree at the start of global routing: 36
- Die area: slightly above 40,000 sq um
- Mapped Avg Cell Area: 23.9 sq um
- YS warnings: 1
- Pre-Repair DR Iteration Count: 4
- Placer Congestion: between 0.7 and 0.8
- Setup tns final: 0 ps
- Core Area: 38,900 sq um
- Power Total: 4.47 mW
- DRC Markers: 0
- Total I/O pin count: approximately 110
- Die width: between 200 and 250 um
- # rows: 72
- Req. time, crit path: 4320 ps
## cell usage after synthesis, drive strengths merged
master	instances
edfxtp	256
nor3	2
nand2	2
mux4	128
mux2	64
buf	34
nand2b	3
clkbuf	2
nor2	6
## cell type report
cell class	instances	area, sq um	share of cell area
diodes	3	7.51	0.000521
clock buffers	29	662	0.0460
clock inverters	17	169	0.0117
multi-input cells	205	4020	0.279
flip-flops and latches	256	7690	0.534
well taps	518	648	0.0450
repair buffers	126	1210	0.0841
## power breakdown
part           internal, mW  switching (mW)  total, mW
clock                  1.02           0.709       1.73
sequential             2.26          0.0239       2.28
combinational         0.272           0.183      0.455
total                  3.55           0.916       4.47
## worst max-delay path, cell delays in order
cell,delay [ps]
buf_4,520
buf_4,380
mux4_1,580
mux2_2,280
clkdlybuf4s50_1,450
## cells in the final DEF (no fill, tap or decap), drive strengths merged
cell type / n
mux4: 128
inv: 1
bufinv: 3
nand2: 2
buf: 26
mux2: 64
clkinv: 12
clkinvlp: 1
edfxtp: 256
clkbuf: 29
nor3: 2
nor2: 6
nand2b: 3
clkdlybuf4s50: 100
diode: 3
## logic make-up after synthesis
group / count (synthesis) / synth area share
flip-flops: 256 / 0.646
AND/OR/NAND/NOR: 13 / 0.00494
buffers and inverters: 36 / 0.0209
multiplexers: 192 / 0.328
## how the worst max path moves through the flow
stage / start / to / slack [ps] / cells past startpoint
after CTS: read_addr2[0] / read_data2[8] / 970 / 5
final: read_addr2[0] / read_data2[8] / 1000 / 5
after global routing: read_addr2[0] / read_data2[8] / 880 / 5
## metrics by stage
stage               setup slack, ps  cells  hold WS (ps)  utilization  cell area [sq um]
global placement                996   1105          1780        0.349              13600
finish                         1000   1154          1270        0.370              14400
detailed placement              962   1105          1810        0.349              13600
CTS                             967   1151          1250        0.370              14400
floorplan                      1470    497          1180            -              11900
global route                    881   1152          1270        0.370              14400
## metal layers
metal	up-vias	track usage	wire length, um
met2	387	0.226	13300
met3	34	0.116	4540
li1	2514	-	-
met1	2975	0.167	9460
met5	-	0.0274	173
met4	8	0.0180	343
Power and IR drop assume default switching activity.
