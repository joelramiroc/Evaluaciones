$ cat flow/config.mk
export PLATFORM = sky130hd
export DESIGN_NAME = Exp
export DESIGN_NICKNAME = Exp
export VERILOG_FILES = /design/flow/design.v
export SDC_FILE = /design/flow/constraint.sdc
export NUM_CORES = 4
export LEC_CHECK = 1
export CORE_UTILIZATION = 40
$ cat flow/constraint.sdc
current_design Exp

set clk_period 1.0
set clk_io_pct 0.2

create_clock -name clk0 -period $clk_period [get_ports {clk}]

set non_clock_inputs [all_inputs -no_clocks]
set_input_delay [expr $clk_period * $clk_io_pct] -clock clk0 $non_clock_inputs
set_output_delay [expr $clk_period * $clk_io_pct] -clock clk0 [all_outputs]
$ cat flow/design.v
module Exp(
    input clk,
    input rst,
    input [31:0] x,
    input [31:0] n,
    output [31:0] res
);
    reg[31:0] xx, nn, y, r;
    reg[31:0] nx, nn, ny, nr;
    reg[3:0] cs;
    reg[3:0] ns;
    parameter q1 = 4'b0000;
    parameter q2 = 4'b0001;
    parameter q3 = 4'b0011;
    parameter q4 = 4'b0100;
    parameter q5 = 4'b0101;
    parameter q6 = 4'b0110;
    parameter q7 = 4'b0111;
    parameter q8 = 4'b1000;
    parameter q9 = 4'b1001;
    parameter q10 = 4'b1010;
    assign res = r;
    always @(*) begin
        case(cs)
            q1: begin
                nr = 32'd0;
                nx = x;
                nn = n;
                ny = 32'd1;
            end
            q9: begin
                nr = 32'd1;
            end
            q7: begin
                nx = xx * xx;
                nn = nn / 2;
            end
            q6: begin
                nx = xx * xx;
                nn = (nn - 1) / 2;
                ny = xx * y;
            end
            q8: begin
                nr = xx * y;
            end
        endcase
    end
    always @(*) begin
        case(cs)
            q1: ns = q2;
            q2: 
                if(nn == 0)
                    ns = q9;
                else
                    ns = q3;
            q3: ns = q4;
            q4: 
                if(nn > 1)
                    ns = q5;
                else
                    ns = q8;
            q5: 
                if((nn & 1) == 0)
                    ns = q7;
                else
                    ns = q6;
            q7: ns = q4;
            q6: ns = q4;
            q8: ns = q10;
            q9: ns = q10;
            q10: ns = q10;
        endcase
    end
    always @(posedge clk) begin
        xx <= nx;
        nn <= nn;
        y <= ny;
        r <= nr;
    end
    always @(posedge clk) begin
        cs <= (rst) ? 0 : ns;   
    end
endmodule
$ cat flow/run.sh
#!/bin/bash
# OpenROAD 26Q1-2900-gdf79404cd8, Yosys 0.63+post, stock flow scripts
make -C /OpenROAD-flow-scripts/flow DESIGN_CONFIG=/design/flow/config.mk WORK_HOME=/design/flow/orfs finish
==> run notes <==
impl run done, here's what came out: Static Leakage=between 0.015 and 0.02 uW, fraction of final layout cells with drive strength greater than 1=under 10%, Final Max Tran Viols=0, post-route ant nets=0, number of top-level pins=98, Final Cell Area=0.03501 mm^2, worst hold slack=about 0.4 ns, Crit path required time=about 0.8 ns, # rows=~110, final global-route overflow total=0, type of the setup path with the least slack=reg2out, Die H=289.6 um, tool warning count=68, initial core utilization=slightly above 40%, CP Cell Sequence=buf_2, hpwl dp=around 61000 um, Core Util, Final=42.71%, power per cell area=~1500 mW/mm^2, run status=complete, but fails checks, Clock Tree Buf Depth=2, area share, top type=~47%, Synthesis Warnings=between 90 and 100, cell area after synthesis=roughly 0.033 mm^2, flops & latches, synth=200, instance tally after logic synthesis=between 3000 and 4000, biggest combinational cell group after synthesis=adder cells, chip area line of the yosys report=~0.033 mm^2, post-synthesis mux area share=less than 1%, final hold vios=0, average cell area after synthesis=9.471 um^2, type of the tightest min-delay check=in2reg, Post-synth EDFFs=0, via/cell ratio=4.745, kind of end point of the critical path=primary output, post-layout period usage of the worst path=103.5%, Initial DRC Count=870, root buffer cell=sky130_fd_sc_hd__clkbuf_16, setup total negative slack=-0.2420 ns, depth of the CTS H-tree=3, worst-case vdd ir drop=approximately 2.4 mV, number of maximum-capacitance constraint violations=0, WL per Instance=roughly 18 um, Die X-Extent=around 290 um, endpoint arrival time on the critical path=just over 0.8 ns, clock tree from TritonCTS=built, pin count of the biggest net entering global routing=around 61, synthesized-area fraction occupied by and/or/nand/nor cells=between 10% and 20%, reported net switching power=about 26000 uW, vias after detailed routing=21500, Area Overhead vs Synth=5.840%, total die size=approximately 0.084 mm^2, Comb power frac=83.7%, length of the first detailed-routing pass in iterations=5, number of remaining DRC errors=0, Placed Instances=about 4500, quantity of I/O buffers inserted on ports=around 65, Bufs and invs on worst path=1, largest stage delay on the critical path=0.32 ns, Adder-Cell Fraction of Synth Area=between 50% and 60%, violations in the final reports=negative setup slack, power share of the clock group=between 8 and 9%, post-synthesis share of cell area spent on xor and xnor gates=about 3.7%, total wirelength of the detailed-routed design=80400 um, Slowest-stage cell, CP=sky130_fd_sc_hd__dfxtp_2, most used flip-flop cell=sky130_fd_sc_hd__dlxtn_1, RSZ-0062 raised after global routing=yes, highest net fanout along the worst path=1, first-pass GRT wire length=~130000 um, Internal=25140 uW, clock buffer count from CTS=9, total global-route track usage=22.32%, final setup vio count=18, GPL Wtd Cong=roughly 0.9, worst slew pin tran=0.8897 ns, post-layout instance count excluding filler cells=around 4500, fmax=~970 MHz, clock slew at reported path FFs=0.09 ns, fraction of power spent switching nets=about half, tally of filler cells in the layout=8089, dominant cells by area after synthesis=sky130_fd_sc_hd__fa_1 47%, sky130_fd_sc_hd__ha_1 9.5%, sky130_fd_sc_hd__inv_1 9.2%, number of unconstrained endpoints=around 200, number of global-route vias before repair=approximately 24000, leading area contributor after synthesis=sky130_fd_sc_hd__fa_1, headroom to the max-slew limit=about two fifths, placement-stage cell area=between 0.03 and 0.04 mm^2, antenna violations before repair=0, Reg power frac=approximately 8.3%, critical path launch point type=flop, Largest delay share family, worst path=flip-flops, post-synth cell types=around 50, core region area=between 0.08 and 0.09 mm^2, smallest setup slack after layout=-0.03472 ns, fin crit period=about 1.0 ns, AO/OA Area Share=under 10%, yosys cell count=approximately 3500, share of synthesized registers carrying an async set or reset=0%, register pins left without a clock=roughly 100
[logic make-up (layout without fill, tap and decap cells)]
logic type               after synthesis  in the layout
other                                  0              1
flip-flops                           100            100
buffers and inverters                970            938
adder cells (fa/ha/maj)             1025           1025
AND/OR/NAND/NOR                      963            963
multiplexers                           4              4
XOR/XNOR                             138            138
latches                              100            100
AND-OR/OR-AND                        193            193
[final cells by class]
| class | count | area (um^2) | share of cell area [%] |
|---|---|---|---|
| diodes | 1 | 2.502 | 0.007147 |
| multi-input cells | 2323 | 25950 | 74.11 |
| inverters | 810 | 3040 | 8.684 |
| flip-flops and latches | 200 | 3518 | 10.05 |
| well taps | 1070 | 1339 | 3.824 |
| clock inverters | 6 | 81.33 | 0.2323 |
| clock buffers | 10 | 239.0 | 0.6826 |
| repair buffers | 112 | 843.3 | 2.409 |
[placed cells by master (no fill, tap or decap), types with 49 or more instances in the layout]
master	synthesis	layout
sky130_fd_sc_hd__inv_1	810	810
sky130_fd_sc_hd__fa_1	775	775
sky130_fd_sc_hd__and2_1	434	434
sky130_fd_sc_hd__nand2_1	385	385
sky130_fd_sc_hd__ha_1	250	250
sky130_fd_sc_hd__dlxtn_1	100	100
sky130_fd_sc_hd__xnor2_1	91	91
sky130_fd_sc_hd__dfxtp_1	100	88
sky130_fd_sc_hd__nor2_1	86	86
sky130_fd_sc_hd__o21ai_0	56	54
sky130_fd_sc_hd__a21oi_1	49	49
[through the flow]
stage	total power (uW)	setup slack (ns)
2_1_floorplan	41440	0.5385
3_5_place_dp	47960	0.05587
3_3_place_gp	47700	0.05637
6_report	51560	-0.03472
5_1_grt	56510	-0.07040
4_1_cts	52260	-0.06701
[state kept, by name, summed over array words and instances, names as in the netlist]
signal,flops
nr,32
ns,4
xx,32
ny,32
cs,4
y,32
r,32
nx,32
[power groups by stage]
stage / Clock, uW / Combinational [uW] / Sequential (uW)
4_1_cts: 4390 / 43600 / 4270
5_1_grt: 4480 / 47700 / 4280
6_report: 4160 / 43100 / 4270
[metal layers]
metal,track usage [%],wire [um],up-vias
li1,-,-,10020
met1,31.62,34140,10620
met2,33.08,35660,796
met3,11.25,9269,74
met4,2.866,1327,0
met5,0,0,-
[final timing paths]
path	slack, ns	from	cells after the start	end
setup / recovery	-0.03	r[28]	1	res[28]
hold / removal	0.41	rst	2	cs[1]
[synthesized netlist by cell type (4+ instances only)]
library cell	number
sky130_fd_sc_hd__clkbuf_1	157
sky130_fd_sc_hd__a31oi_1	4
sky130_fd_sc_hd__and2_1	434
sky130_fd_sc_hd__nand2_1	385
sky130_fd_sc_hd__nor3_1	11
sky130_fd_sc_hd__xor2_1	47
sky130_fd_sc_hd__o21ai_1	5
sky130_fd_sc_hd__nand2b_1	10
sky130_fd_sc_hd__inv_1	810
sky130_fd_sc_hd__dfxtp_1	100
sky130_fd_sc_hd__a21o_1	22
sky130_fd_sc_hd__fa_1	775
sky130_fd_sc_hd__o21ai_0	56
sky130_fd_sc_hd__nor2b_1	13
sky130_fd_sc_hd__xnor2_1	91
sky130_fd_sc_hd__nand3_1	7
sky130_fd_sc_hd__o21bai_1	10
sky130_fd_sc_hd__ha_1	250
sky130_fd_sc_hd__o211ai_1	6
sky130_fd_sc_hd__o31ai_1	4
sky130_fd_sc_hd__a211oi_1	8
sky130_fd_sc_hd__and3_1	4
sky130_fd_sc_hd__nor2_1	86
sky130_fd_sc_hd__a21oi_1	49
sky130_fd_sc_hd__dlxtn_1	100
sky130_fd_sc_hd__or3_1	6
sky130_fd_sc_hd__o21a_1	6
[what timing repair did]
action | CTS | global route
hold endpoints to repair | 0 | 0
buffers inserted | 0 | 0
hold buffers | 0 | 0
endpoints found under the setup margin | 32 | 32
resized | 98 | 2
Power is estimated from default activity; no workload was simulated.
